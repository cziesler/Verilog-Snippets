==> run.sh <==
#!/bin/bash
# OpenROAD 26Q1-2900-gdf79404cd8, Yosys 0.63+post, stock flow scripts
make -C /OpenROAD-flow-scripts/flow DESIGN_CONFIG=/design/flow/config.mk WORK_HOME=/design/flow/orfs finish
==> config.mk <==
export PLATFORM = sky130hd
export DESIGN_NAME = counter
export DESIGN_NICKNAME = counter
export VERILOG_FILES = /design/flow/design.v
export SDC_FILE = /design/flow/constraint.sdc
export NUM_CORES = 4
export LEC_CHECK = 1
export CORE_AREA = 10 10 70 70
export DIE_AREA = 0 0 80 80
==> constraint.sdc <==
current_design counter

set clk_period 2.8
set clk_io_pct 0.2

create_clock -name clk0 -period $clk_period [get_ports {clk}]

set non_clock_inputs [all_inputs -no_clocks]
set_input_delay [expr $clk_period * $clk_io_pct] -clock clk0 $non_clock_inputs
set_output_delay [expr $clk_period * $clk_io_pct] -clock clk0 [all_outputs]
==> design.v <==
module counter 
  #(parameter WIDTH = 4)
(
  input   wire                 clk,
  input   wire                 rst_n,
  input   wire                 up_count,  
  output  wire   [WIDTH-1:0]   count
);
reg  [WIDTH-1:0]  q_count;
assign count = q_count;
always @(posedge clk or negedge rst_n) begin
  if (~rst_n) begin
    q_count <= {WIDTH{1'b0}};
  end else begin
    if (up_count) begin
      q_count <= q_count + 1'b1;
    end else begin
      q_count <= q_count - 1'b1;
    end
  end
end
endmodule
==> results.cfg <==
; generated from flow reports
[flow_run]
cap_violations = 0
tool_warnings = 25

[sta]
tightest_slew_ps = 198
finalCriticalPeriod_ps = 1750
hold_viol = 0
finalMaxSlewViolations = 0
setup_ws_ps = 1050
finalClockPeriodUsage = 0.627
finalSetupViolCount = 0
fmax_mhz = 570
relSlewSlack = 0.867
setup_tns_ps = 0
clock_skew_ps = 2.47
rsz0062_at_grt = no

[logic_synthesis]
top_area_cell = dfrtp_1
ys_seq_share = 0.513
synth.avg_cell_area_sq_um = 13.9
ys_cells = 14
ys_seq_elements = 4
synth_cell_types = 8
syn-cell-area_sq_um = 195
syn_inst = 14
ys_chip_area_sq_um = 195
ys_warn_count = 1
synthDominantCellAreaShare = 0.513
topCellsByArea = dfrtp_1, ha_1, fa_1

[power_and_ir_drop]
power_uw = 283
power_density_mw_per_mm2 = 843
ir_drop_v = 0.000138
power_leakage_uw = 0.000136

[worst_setup_path]
critPathTopFamily = buffers and inverters
crit_path_end_kind = flop
crit_arrival_ps = 1910
required_ps = 2960
cp-start-kind = primary input
crit_buf_inv = 2
path_cells = clkdlybuf4s50_1 > inv_1 > ha_1 > a21o_1 > a21oi_2 > xnor2_1
cp_max_fo = 3
crit_type = primary input to flop
crit_path_top_delay_cell = clkdlybuf4s50_1
cpPeakStageDelay_ps = 500

[floorplanning]
die_h_um = 80
chipArea_sq_mm = 0.00640
fp.coreArea_sq_mm = 0.00342
ios = 7
fp_util = 0.0571
die_w_um = 80
rows = 21

[cts]
hold_buffers = 0
cts-root-buf = clkbuf_4
clk_pin_slew_worst_paths_ps = 40
cts_setup_buffers = 0
cts_max_path_buffers = 2
htreeDepth = 1
cts_tree = done
worstSkewPairLatency_ps = 240
cts_sinks = 4
cts_resized = 0
numCtsBuffers = 3

[drt]
postRouteAntennaNets = 0
vias = 133
vias_per_cell = 1.93
diodes = 0
firstDrtPassIters = 4
totalWireLength_um = 462
wl_per_cell_um = 6.70
drcViolationCount = 0
drtIter0Drc = 1

[cells_and_area]
biggestRegsByFlops = q_count: 4 flops
syn_to_final_growth_pct = 71.8
final_common_cell = clkdlybuf4s50_1
largest_reg_flops = 4
regMostFlops = q_count
ff_latch_area_sq_um = 100
lay_top_cells = clkdlybuf4s50_1, dfrtp_1, clkbuf_4
drive_above_1_share = 0.174
logic_area_sq_um = 87.6
fillers = 399

[grt]
grt_overflow = 0
grt_pass1_vias = 171
grt_pass1_wl_um = 786
grt_max_degree = 5
track_usage = 0.0174
antenna_found_initial = 0

[placement]
place.gp.congestion = 0.765
portBuffers = 6
dp_slack_ps = 779

[outcome]
outcome = finished, final reports clean

[hold_path]
min_path_type = flop to flop
-- worst reg2reg max path, delay by kind of cell, from the launching register on --
| family | cells | cell delay [ps] |
|---|---|---|
| XOR/XNOR | 1 | 120 |
| flip-flops | 1 | 400 |
| AND-OR/OR-AND | 2 | 340 |
| adder cells (fa/ha/maj) | 1 | 280 |
-- report_power, final --
part | switching (uW) | internal [uW]
clock | 23.1 | 47.9
sequential | 17.1 | 82.0
combinational | 37.3 | 75.1
total | 77.6 | 205
-- final cells by class --
type	count	share of cell area
clock buffers	3	0.0672
well taps	46	0.172
multi-input cells	8	0.261
inverters	2	0.0224
repair buffers	6	0.179
flip-flops and latches	4	0.299
-- worst paths after layout --
check | from | end | slack (ps) | cells past startpoint
worst min register to register | q_count[0] | q_count[0] | 510 | 1
max in group asynchronous | rst_n | q_count[2] | 2090 | 1
worst max register to register | q_count[1] | q_count[3] | 1580 | 4
worst max-delay path | up_count | q_count[3] | 1050 | 6
worst min-delay path | q_count[0] | q_count[0] | 510 | 1
min in group asynchronous | rst_n | q_count[3] | 530 | 1
-- per-stage QoR --
stage	cells	util	hold slack [ps]	instance area, sq um
floorplan	14	-	264	195
CTS	69	0.0982	527	335
global placement	66	0.0916	491	313
finish	69	0.0982	515	335
global route	69	0.0982	535	335
detailed placement	66	0.0916	518	313
-- Yosys cell counts --
master   instances
a21o_1           1
a21oi_2          1
dfrtp_1          4
fa_1             1
ha_1             2
inv_1            2
xnor2_1          2
xor2_1           1
-- kinds of logic (layout without fill, tap and decap cells) --
family,count (synthesis),count (layout),share of synthesized area
compound gates,2,2,0.0834
flops,4,4,0.513
fa+ha+maj,3,3,0.231
xor+xnor,3,3,0.135
buf+inv,2,11,0.0385
-- per-layer routing --
layer | routed length (um) | global-route usage
met5 | 0 | 0
met3 | 130 | 0.0284
met4 | 8 | 0.00352
met1 | 185 | 0.0181
met2 | 138 | 0.0169
