File: design/flow/config.mk
export PLATFORM = sky130hd
export DESIGN_NAME = ram
export DESIGN_NICKNAME = ram
export VERILOG_FILES = /design/flow/design.v
export SDC_FILE = /design/flow/constraint.sdc
export NUM_CORES = 4
export LEC_CHECK = 1
export CORE_UTILIZATION = 50
File: design/flow/constraint.sdc
current_design ram

set clk_period 2.5
set clk_io_pct 0.2

create_clock -name clk0 -period $clk_period [get_ports {clk}]

set non_clock_inputs [all_inputs -no_clocks]
set_input_delay [expr $clk_period * $clk_io_pct] -clock clk0 $non_clock_inputs
set_output_delay [expr $clk_period * $clk_io_pct] -clock clk0 [all_outputs]
File: design/flow/design.v
module ram
  #(parameter AWIDTH = 4,  
              DWIDTH = 8)  
(
  input   wire                  clk,     
  input   wire                  rst_n,   
  input   wire                  we,      
  input   wire   [AWIDTH-1:0]   waddr,   
  input   wire   [DWIDTH-1:0]   wdata,   
  input   wire                  re,      
  input   wire   [AWIDTH-1:0]   raddr,   
  output  wire   [DWIDTH-1:0]   rdata    
);
parameter SIZE = 2**AWIDTH;
reg [DWIDTH-1:0] mem [SIZE-1:0];
integer i;
assign rdata[DWIDTH-1:0] = (re == 1'b1) ? mem[raddr] : {DWIDTH{1'b0}};
always @(posedge clk or negedge rst_n) begin
  if (~rst_n) begin
    for (i = 32'd0; i < SIZE; i = i + 32'd1) begin
      mem[i] <= {DWIDTH{1'b0}};
    end
  end else begin
    if (we == 1'b1) begin
      mem[waddr] <= wdata;
    end
  end
end
endmodule
File: design/flow/run.sh
#!/bin/bash
# OpenROAD 26Q1-2900-gdf79404cd8, Yosys 0.63+post, stock flow scripts
make -C /OpenROAD-flow-scripts/flow DESIGN_CONFIG=/design/flow/config.mk WORK_HOME=/design/flow/orfs finish
==> run notes <==
Numbers from the implementation run.

The run finished with clean final reports. The number of register bits inferred by synthesis is between 100 and 150. The hold violation total from the final report is 0.

The repair_antennas step left the layout with diodes totalling 0. The core utilization of the finished layout is 65.01%. The number of slew-limit violations in the final report is 0. The height of the chip is 113.8 um. In this run the static leakage power is 3.393 nW. The worst min-delay path class is input pin to asynchronous set/reset pin. The count of nets left with antenna violations after detail routing is 0. The global-route total usage across every layer is between 20 and 30%. 28 I/O pins were placed. The clock root buffer master is sky130_fd_sc_hd__clkbuf_16. The number of distinct standard cells referenced by the synthesized netlist is 53. The via count of the first global-routing pass was 4538. The fraction of registers with async set or reset after synthesis is 100.0%. The die outline width is roughly 110 um.

The overall via count from detail_route is 4342. The core area is ~0.012 mm^2. Per the post-place timing report, worst setup slack is -711.9 ps.

The post-route fraction of the period consumed by the critical path is 98.03%. Counting flops with a built-in enable in the synthesized netlist gives 0. The global-route wire length before repair is 25.47 mm.

Hold is met by 36.22 ps. After layout, the minimum clock period comes to 2451 ps. Per the slew report, the remaining headroom to the max-slew limit stands at 49.91%. In the final layout, the registers with the most flip-flops are mem: 128 flops. The number of DRC markers after the initial detailed-route iteration is 228. The post-route DRC violation count is 0. The total CTS buffers is 17. The number of sinks handled by clock tree synthesis is about 130.

Summed over all layers, the routed wires come to 16.07 mm. The via density per instance is 5.828. The synthesized netlist was found by Yosys to have 498 cells.

The fraction of final layout cells with drive strength greater than 1 is 45.06%. The count of endpoints failing setup in the final report is 0. In the synthesized netlist the dominant register cell turns out to be sky130_fd_sc_hd__dfrtp_1. The later pin in the worst-skew pair is clocked with a latency of 400 ps. After clock tree synthesis, the flow added hold-fix buffers numbering 0. The buffer_ports step reported a buffer count of 27.

The count of buffer and inverter cells on the critical path is 4. Derived from the worst setup path, the maximum achievable clock frequency is 408.1 MHz. The overall overflow remaining after global route is 0. The number of warning messages in the yosys log is 2. The peak supply drop is between 0.6 and 0.7 mV. Along the worst path, the maximum fanout reaches 10. The initial antenna violation count is 0. More flip-flops sit in one register than any other, and that register is mem. The post-DP HPWL is approximately 10 mm.

The classification of the worst setup path is input pin to primary output. The full die area is 0.01296 mm^2. The stage logs contain a warning count of 26. The flip-flop count of the largest register, all copies and words added is 128.

The count of TritonRoute iterations in the first routing pass is 4. In this run the core area contains 40 standard-cell rows. The H-tree depth is 4. Setup repair after global routing left no endpoint under its margin. The synthesized instance count is 498.

The longest clock path from root to sink contains 2 buffers. A synthesized cell averages between 10 and 15 um^2. The clock arrives with 0 ps of skew. The number of max-cap violations is 0. The worst path arrival time is 1950 ps. The post-synthesis chip area from yosys is 0.006252 mm^2. On the worst path, the slowest cell contributes a delay of 400 ps. The endpoint class of the critical path is a primary output. TritonCTS built the clock tree. The transition time recorded at the tightest slew-check pin is 749.0 ps. The family of cells with the greatest summed delay on the critical path is buffers and inverters. The critical path endpoint has a required time of 2000 ps. The power density of the placed cells is around 800 mW/mm^2. The type of origin of the critical path is an input pin. Clock-pin slew was measured on the worst setup and hold paths at approximately 50 ps.

The post-synthesis cell area is 0.006252 mm^2. Routability-driven placement finished with a final weighted congestion of around 0.9. The slowest stage of the critical path belongs to the cell sky130_fd_sc_hd__or3b_4. The post-detailed-route wirelength per cell is 21.57 um. For reference, the critical path cell chain is clkbuf_4 > buf_12 > or3b_4 > buf_8 > o22ai_4 > nor3_2 > a31oi_1 > buf_2. Setup total negative slack on the finished layout was measured at 0 ps. The sequential element share of the synthesized area is 51.23%.

The area added between synthesis and finish is 25.94%. The slack of the critical path is 49.35 ps. Before placement the cells fill 51.62% of the core. Entering global routing, the biggest net connects 70 pins.
-- power by group --
part | internal (mW) | switching [mW]
clock | 1.64 | 0.866
sequential | 2.56 | 0.244
combinational | 0.640 | 0.482
total | 4.83 | 1.59
-- cell usage after synthesis (all sizes together), types with 2 or more instances --
| library cell | n | share of area [%] |
|---|---|---|
| a31oi | 14 | 1.4 |
| nand4b | 6 | 0.84 |
| nand3b | 7 | 1.1 |
| nor2 | 14 | 1.2 |
| and3 | 2 | 0.20 |
| clkbuf | 14 | 0.84 |
| o21ai | 15 | 1.2 |
| o22ai | 13 | 1.3 |
| o22a | 6 | 0.84 |
| or3 | 2 | 0.20 |
| a22o | 6 | 0.84 |
| or3b | 4 | 0.56 |
| nor3b | 6 | 0.80 |
| nor3 | 6 | 0.48 |
| a22oi | 5 | 0.60 |
| nand3 | 3 | 0.24 |
| a31o | 2 | 0.28 |
| and4 | 5 | 0.70 |
| buf | 24 | 2.5 |
| and2 | 2 | 0.20 |
| a221oi | 2 | 0.28 |
| a21oi | 17 | 1.4 |
| nand2b | 9 | 0.90 |
| or4bb | 5 | 0.90 |
| inv | 10 | 0.60 |
| nand4 | 2 | 0.20 |
| dfrtp | 128 | 51 |
| mux2i | 19 | 3.0 |
| nand2 | 14 | 0.84 |
| mux2 | 122 | 22 |
-- final cells by class --
| type | instances | area, um^2 |
|---|---|---|
| fillers | 937 | 4238 |
| clock inverters | 11 | 136.4 |
| clock buffers | 21 | 470.5 |
| repair buffers | 85 | 817.0 |
| well taps | 168 | 210.2 |
| flip-flops and latches | 128 | 3203 |
| inverters | 10 | 41.29 |
| multi-input cells | 322 | 2995 |
-- final timing paths --
kind	startpoint	endpoint	slack [ps]	cells past startpoint
max in group asynchronous	rst_n	mem[8][7]	1720	2
min	rst_n	mem[9][0]	40	1
max reg2reg	mem[12][2]	mem[12][2]	1700	1
max	raddr[3]	rdata[1]	50	8
min in group clk0	mem[12][1]	mem[12][1]	490	1
min reg2reg	mem[12][1]	mem[12][1]	490	1
-- repair_timing --
item	4_1_cts	5_1_grt
setup buffers	2	1
gates cloned	3	0
endpoints found under the setup margin	8	7
resized	63	19
pin swaps	23	8
-- stage by stage --
step	instances	power [mW]	instance area [um^2]
final	745	6.425	7874
after global placement	708	3.817	6974
after global routing	745	6.703	7874
after detailed placement	708	3.854	6974
after floorplan	498	3.469	6252
after CTS	744	6.452	7831
-- routing by layer --
metal | vias to the layer above | global-route usage (%) | part of all wire, %
met5 | - | 0 | 0
met3 | 24 | 7.147 | 5.1
li1 | 1991 | - | -
met1 | 2223 | 43.54 | 47
met4 | 0 | 4.416 | 2.2
met2 | 104 | 41.30 | 46
-- placed cells by master (no fill, tap or decap), drive strengths merged, types with 13 or more instances in the layout --
master         count
buf               66
a31oi             14
dfrtp            128
nand2             14
a21oi             17
o21ai             15
mux2i             19
o22ai             13
clkdlybuf4s50     14
clkbuf            23
mux2             122
nor2              14
-- logic make-up (layout without fill, tap and decap cells) --
group	Yosys count	in the layout	synth area share (%)
AOI/OAI and AO/OA	90	90	9.546
muxes	141	141	25.50
and+or+nand+nor	91	91	9.826
buffers and inverters	48	127	3.902
DFF	128	128	51.23
Power is estimated from default activity; no workload was simulated.
